## flow/run.sh

```bash
#!/bin/bash
# OpenROAD 26Q1-2900-gdf79404cd8, Yosys 0.63+post, stock flow scripts
make -C /OpenROAD-flow-scripts/flow DESIGN_CONFIG=/design/flow/config.mk WORK_HOME=/design/flow/orfs finish
```

## flow/config.mk

```make
export PLATFORM = sky130hd
export DESIGN_NAME = instruction_fetch
export DESIGN_NICKNAME = instruction_fetch
export VERILOG_FILES = /design/flow/design.v
export SDC_FILE = /design/flow/constraint.sdc
export NUM_CORES = 4
export LEC_CHECK = 1
export CORE_UTILIZATION = 30
```

## flow/constraint.sdc

```tcl
current_design instruction_fetch

set clk_period 6.8
set clk_io_pct 0.2

create_clock -name clk0 -period $clk_period [get_ports {clk}]

set non_clock_inputs [all_inputs -no_clocks]
set_input_delay [expr $clk_period * $clk_io_pct] -clock clk0 $non_clock_inputs
set_output_delay [expr $clk_period * $clk_io_pct] -clock clk0 [all_outputs]
```

## flow/design.v

```verilog
module instruction_fetch
  (output logic [31:0] ibus_addr,
   output logic        valid,
   input wire          ready,
   input wire [31:0]   ibus_instr,
   output logic [31:0] instr,
   output logic        instr_valid,
   input wire          instr_ready,
   output logic [31:0] oPC,
   input wire [31:0]   aluPC,
   input wire          branchTaken, 
   input wire          clk, rstf
   );
   always_comb ibus_addr = oPC;
   always_comb valid = 1'b1;
   always_comb instr = ibus_instr;
   always_comb instr_valid = 1'b1;
   always @(posedge clk or negedge rstf) begin
      if(~rstf)
        oPC <= 0;
      else
        oPC <= ~instr_ready ? oPC :
               branchTaken ? aluPC : oPC + 4;
   end
endmodule
```

==> flow_summary.html <==
<h3>Flow metrics</h3>
<table>
<tr><th>Metric</th><th>Value</th></tr>
<tr><th colspan="2">Synth</th></tr>
<tr><td>Synthesized instance count</td><td>316</td></tr>
<tr><td>Largest type area fraction</td><td>0.305</td></tr>
<tr><td>Flip-flops with a built-in enable</td><td>0</td></tr>
<tr><td>Number of cells in Yosys stat</td><td>316</td></tr>
<tr><td>Biggest area cells</td><td>sky130_fd_sc_hd__dfrtp_1 31%, sky130_fd_sc_hd__buf_4 19%, sky130_fd_sc_hd__a21oi_1 3.6%, sky130_fd_sc_hd__nand2_1 3.1%, sky130_fd_sc_hd__nand4_1 2.9%</td></tr>
<tr><td>Summed instance area of the synthesized netlist</td><td>2620 um2</td></tr>
<tr><td>Mean Syn Cell Area</td><td>8.30 um2</td></tr>
<tr><td>Portion of the post-synthesis area used by sequential elements</td><td>0.305</td></tr>
<tr><td>Cell type with the highest aggregate area in the netlist</td><td>sky130_fd_sc_hd__dfrtp_1</td></tr>
<tr><td>Area figure in the yosys stat output</td><td>2620 um2</td></tr>
<tr><td>Async set-or-reset flop fraction in the synthesized netlist</td><td>1.00</td></tr>
<tr><td>Count of different cell masters after synthesis</td><td>54</td></tr>
<tr><td>Dominant register cell</td><td>sky130_fd_sc_hd__dfrtp_1</td></tr>
<tr><td>Syn. warnings</td><td>1</td></tr>
<tr><td>Number of synthesized register bits</td><td>32</td></tr>
<tr><th colspan="2">CTS</th></tr>
<tr><td>Clock-pin slew reported for the worst setup and hold paths after clock tree synthesis</td><td>0.07 ns</td></tr>
<tr><td>Clock latency at the later pin of the worst-skew pair</td><td>0.28 ns</td></tr>
<tr><td>Buffer cell driving the clock tree root</td><td>sky130_fd_sc_hd__clkbuf_8</td></tr>
<tr><td>Clock Sink Count</td><td>32</td></tr>
<tr><td>Maximum clock insertion buffer count</td><td>2</td></tr>
<tr><td>Number of H-tree levels</td><td>2</td></tr>
<tr><td>Number of buffers inserted for hold repair after clock tree synthesis</td><td>0</td></tr>
<tr><td>CTS tree</td><td>built</td></tr>
<tr><td>Number of setup buffers added after CTS</td><td>0</td></tr>
<tr><td>Count of instances resized after the clock tree is built</td><td>0</td></tr>
<tr><td>CTS Buf Count</td><td>5</td></tr>
<tr><th colspan="2">Worst setup path</th></tr>
<tr><td>Launching point of the worst reg2reg path</td><td>oPC[2]</td></tr>
<tr><td>Worst setup EP type</td><td>flop</td></tr>
<tr><td>Slowest cell on the critical path</td><td>sky130_fd_sc_hd__clkdlybuf4s50_1</td></tr>
<tr><td>Type of the worst setup path</td><td>in2reg</td></tr>
<tr><td>Kind of cell with the highest combined delay on the critical path</td><td>buffers and inverters</td></tr>
<tr><td>Critical path depth in cells</td><td>6</td></tr>
<tr><td>Arrival time reported for the critical path endpoint</td><td>3.28 ns</td></tr>
<tr><td>FF-to-FF setup slack</td><td>4.72 ns</td></tr>
<tr><td>FF-to-FF End</td><td>oPC[18]</td></tr>
<tr><td>Delay of the slowest cell on the worst path</td><td>0.45 ns</td></tr>
<tr><td>Cell depth of the worst flop-to-flop path</td><td>5</td></tr>
<tr><td>Highest net fanout along the worst path</td><td>46</td></tr>
<tr><td>Startpoint types</td><td>input pin</td></tr>
<tr><td>Data required, critical path</td><td>6.97 ns</td></tr>
<tr><td>CP bufs+invs</td><td>3</td></tr>
<tr><td>List of cells traversed by the critical path</td><td>clkdlybuf4s50_1 &gt; buf_4 &gt; inv_2 &gt; o2111a_1 &gt; a32o_1 &gt; a31o_1</td></tr>
<tr><th colspan="2">STA</th></tr>
<tr><td>Relative slew slack</td><td>0.555</td></tr>
<tr><td>Max Freq</td><td>322 MHz</td></tr>
<tr><td>Fraction of the cycle the final worst path needs</td><td>0.457</td></tr>
<tr><td>Time the worst path needs with I/O delays and setup</td><td>3.10 ns</td></tr>
<tr><td>Final Hold Violation Tally</td><td>0</td></tr>
<tr><td>Endpoints failing setup</td><td>0</td></tr>
<tr><td>Setup repair after global routing missed its margin</td><td>false</td></tr>
<tr><td>Max Slew Vio Count</td><td>0</td></tr>
<tr><td>Layout Skew</td><td>0.00675 ns</td></tr>
<tr><td>Worst slew pin tran</td><td>0.666 ns</td></tr>
<tr><td>Setup Total Neg Slack</td><td>0 ns</td></tr>
<tr><th colspan="2">Routing</th></tr>
<tr><td>Via density</td><td>5.37</td></tr>
<tr><td>Tally of nets with antenna violations remaining after routing</td><td>0</td></tr>
<tr><td>Routed length per instance</td><td>15.8 um</td></tr>
<tr><td>Number of diodes</td><td>0</td></tr>
<tr><td>Initial detailed-routing violation count</td><td>143</td></tr>
<tr><td>Vias post-DR</td><td>2,420</td></tr>
<tr><td>DRC violations left</td><td>0</td></tr>
<tr><td>Number of detailed-route iterations in the first pass</td><td>4</td></tr>
<tr><td>Aggregate routed wire length</td><td>7130 um</td></tr>
<tr><th colspan="2">Worst hold path</th></tr>
<tr><td>Terminating pin of the worst hold path</td><td>oPC[1]</td></tr>
<tr><td>Hold Path Depth</td><td>2</td></tr>
<tr><td>Classification of the worst-slack hold path</td><td>reg2reg</td></tr>
<tr><td>Worst Min Path Start</td><td>oPC[1]</td></tr>
<tr><th colspan="2">Floorplan</th></tr>
<tr><td>Width of the chip</td><td>95.5 um</td></tr>
<tr><td>Starting Density</td><td>0.314</td></tr>
<tr><td>Die height</td><td>95.5 um</td></tr>
<tr><td>Placement row count</td><td>33</td></tr>
<tr><td>Top-level I/O count</td><td>167</td></tr>
<tr><td>Chip area</td><td>9120 um2</td></tr>
<tr><td>Core footprint</td><td>8340 um2</td></tr>
<tr><th colspan="2">Finish</th></tr>
<tr><td>Largest registers</td><td>oPC: 32 flops</td></tr>
<tr><td>Register with the highest flop count</td><td>oPC</td></tr>
<tr><td>Number of flip-flops under the largest register name</td><td>32</td></tr>
<tr><td>Signed area change from the synthesized netlist to the final layout</td><td>26.0%</td></tr>
<tr><td>Layout cell share with drive strength beyond 1</td><td>0.0607</td></tr>
<tr><td>Number of standard cells in the layout, taps in and fillers out</td><td>451</td></tr>
<tr><th colspan="2">Placement</th></tr>
<tr><td>RD Place Congestion</td><td>0.803</td></tr>
<tr><td>Number of cells in the design after placement</td><td>443</td></tr>
<tr><td>Buffers on Ports</td><td>99</td></tr>
<tr><td>Post-DP HPWL</td><td>4720 um</td></tr>
<tr><th colspan="2">Job</th></tr>
<tr><td>Count of tool warnings</td><td>26</td></tr>
<tr><td>Number of maximum-capacitance constraint violations</td><td>0</td></tr>
<tr><th colspan="2">Global routing</th></tr>
<tr><td>Maximum number of pins on one net before global-route repair</td><td>59</td></tr>
<tr><td>Tot GR Track Use</td><td>0.158</td></tr>
<tr><td>Number of global-route vias before repair</td><td>2,199</td></tr>
<tr><td>Global-route wire length before repair</td><td>11,100 um</td></tr>
<tr><td>Remaining global-route overflow</td><td>0</td></tr>
<tr><td>Initial antenna violation count</td><td>0</td></tr>
<tr><th colspan="2">Pwr</th></tr>
<tr><td>IR Drop Worst-Case VDD</td><td>0.0744 mV</td></tr>
<tr><td>Power per Cell Area</td><td>194 nW/um2</td></tr>
<tr><td>Total leakage power</td><td>0.00127 uW</td></tr>
<tr><th colspan="2">Run status</th></tr>
<tr><td>Outcome</td><td>finished clean</td></tr>
</table>
==> per-layer routing <==
layer / track usage / vias up / wire, um
li1: - / 1161 / -
met1: 0.238 / 1140 / 3240
met2: 0.246 / 109 / 3310
met3: 0.0276 / 10 / 498
met4: 0.0224 / 0 / 73
met5: 0 / - / 0
==> kinds of logic (layout without fill, tap and decap cells) <==
| logic type | after synthesis | count (layout) | share of synthesized area |
|---|---|---|---|
| flip-flops | 32 | 32 | 0.305 |
| buffers and inverters | 90 | 119 | 0.227 |
| adder cells (fa/ha/maj) | 1 | 1 | 0.00477 |
| other | 1 | 2 | 0.00143 |
| AND/OR/NAND/NOR | 108 | 108 | 0.231 |
| multiplexers | 3 | 3 | 0.0119 |
| AND-OR/OR-AND | 81 | 81 | 0.219 |
==> per-stage QoR <==
step	utilization	power, uW	hold WS (ns)	setup slack [ns]	area [um2]
after floorplan	-	383	0.447	3.98	2630
after global placement	0.385	488	0.495	3.43	3210
after detailed placement	0.385	491	0.504	3.41	3210
after CTS	0.396	648	0.523	3.71	3300
after global routing	0.396	689	0.555	3.60	3300
final	0.396	641	0.513	3.70	3300
==> power by group <==
part / leakage [uW] / switching, uW / internal (uW)
Sequential: 0.000368 / 49.5 / 218
Clock: 0.0000455 / 72.0 / 82.6
Combinational: 0.000852 / 73.1 / 146
Total: 0.00127 / 195 / 447
==> worst max path at each step <==
stage	endpoint	slack, ns	start
after CTS	oPC[27]	3.71	branchTaken
after global routing	oPC[27]	3.60	branchTaken
final	oPC[27]	3.70	branchTaken
==> cell usage after synthesis (6+ instances only) <==
library cell               number
sky130_fd_sc_hd__nor2_1        18
sky130_fd_sc_hd__nor3_1        10
sky130_fd_sc_hd__buf_4         67
sky130_fd_sc_hd__a21oi_1       19
sky130_fd_sc_hd__nand2_1       22
sky130_fd_sc_hd__nand4_1       12
sky130_fd_sc_hd__dfrtp_1       32
sky130_fd_sc_hd__a22o_1         7
sky130_fd_sc_hd__o21ai_0       15
sky130_fd_sc_hd__clkbuf_1      11
sky130_fd_sc_hd__nand3_1       12
sky130_fd_sc_hd__inv_1          6
sky130_fd_sc_hd__a311oi_1       6
==> final cells by class <==
class	count	area, um2
clock buffers	8	90.1
fillers	851	5040
inverters	7	26.3
multi-input cells	195	1230
flip-flops and latches	32	801
well taps	105	131
repair buffers	104	1020
==> layout by cell type (no fill, tap or decap), types with 4 or more instances in the layout <==
cell type                         Yosys  layout
sky130_fd_sc_hd__and3_1               4       4
sky130_fd_sc_hd__or3_1                5       5
sky130_fd_sc_hd__nand3_1             12      12
sky130_fd_sc_hd__nor3_1              10      10
sky130_fd_sc_hd__buf_4               67       5
sky130_fd_sc_hd__a41o_1               5       5
sky130_fd_sc_hd__a311oi_1             6       6
sky130_fd_sc_hd__a22o_1               7       7
sky130_fd_sc_hd__nor2_1              18      18
sky130_fd_sc_hd__inv_1                6       6
sky130_fd_sc_hd__clkbuf_8             0       6
sky130_fd_sc_hd__dfrtp_1             32      32
sky130_fd_sc_hd__a21oi_1             19      19
sky130_fd_sc_hd__nand4_1             12      12
sky130_fd_sc_hd__nand2_1             22      22
sky130_fd_sc_hd__nor4_1               4       4
sky130_fd_sc_hd__clkdlybuf4s50_1      0      98
sky130_fd_sc_hd__o31ai_1              5       5
sky130_fd_sc_hd__o21ai_0             15      15
==> tightest hold or removal path: stages, from the launching register on <==
cell,delay (ns)
sky130_fd_sc_hd__dfrtp_1,0.37
sky130_fd_sc_hd__nand2_1,0.06
sky130_fd_sc_hd__nand2_1,0.06
Power is estimated from default activity; no workload was simulated.
